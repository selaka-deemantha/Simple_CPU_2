==> /design/flow/design.v <==
module AC(
	input clk,
	input rst,
	input ac_load,
	input [7:0] ac_input,
	output [7:0] out);
reg [7:0] ac_reg;
always @(posedge clk, posedge rst) begin
	if(rst) ac_reg<=7'b0;
	else if(ac_load) ac_reg<=ac_input;
end
assign out=ac_reg;
endmodule
module AR(
	input clk,
	input rst,
	input ar_load,
	input ar_inc,
	input [15:0] bus,
	output [15:0] out);
reg [15:0] ar_reg;
always @(posedge clk, posedge rst) begin
	if(rst) ar_reg<=16'b0;
	else if(ar_load) ar_reg<=bus;
	else if(ar_inc) ar_reg<=ar_reg+1;
end
assign out=ar_reg;
endmodule
module DR(
	input clk,
	input rst,
	input dr_load,
	input [7:0] bus,
	output [7:0] out);
reg [7:0] dr_reg;
always @(posedge clk, posedge rst) begin
	if(rst) dr_reg<=8'b0;
	else if(dr_load) dr_reg<=bus;
end
assign out=dr_reg;
endmodule
module IR(
	input clk,
	input rst,
	input ir_load,
	input [7:0] dr_out,
	output [7:0] opcode
	);
reg [7:0] ir_reg;
always @(posedge clk, posedge rst) begin
	if(rst) ir_reg<=8'b0;
	else if(ir_load) ir_reg<=dr_out;
end
assign opcode=ir_reg;
endmodule
module R(
	input clk,
	input rst,
	input r_load,
	input [7:0] bus,
	output [7:0] out
	);
reg [7:0] r_reg;
always @(posedge clk, posedge rst) begin
	if(rst) r_reg<=8'b0;
	else if(r_load) r_reg<=bus;
end
assign out=r_reg;
endmodule
module TR(
	input clk,
	input rst,
	input tr_load,
	input [7:0] dr_out,
	output [7:0] tr_out
	);
reg [7:0] tr_reg;
always @(posedge clk, posedge rst) begin
	if(rst) tr_reg<=8'b0;
	else if(tr_load) tr_reg<=dr_out;
end
assign tr_out=tr_reg;
endmodule
module alu(
	input [7:0] bus,ac,
	input [3:0] alusel,
	output reg [7:0] c
	);
always @(*) begin
	if(alusel==4'b0000) c<=bus;
	else if(alusel==4'b0001) c<=bus+ac;
	else if(alusel==4'b0010) c<=ac-bus;
	else if(alusel==4'b0011) c<=1+ac;
	else if(alusel==4'b0100) c<=0;
	else if(alusel==4'b0101) c<=bus & ac;
	else if(alusel==4'b0110) c<=bus | ac;
	else if(alusel==4'b0111) c<=bus ^ ac;
	else if(alusel==4'b1000) c<= ~ac;
end
endmodule
module controller(
	input clk,
	input rst,
	input [7:0] opcode,
	output [23:0] out
	);
localparam RLOAD=19;
localparam TRLOAD=18;
localparam ARLOAD=17;
localparam ARINC=16;
localparam PCLOAD=15;	
localparam PCINC=14;
localparam DRLOAD=13;
localparam ACLOAD=12;
localparam IRLOAD=11;
localparam ZLOAD=	10;
localparam MEMBUS= 9;
localparam BUSMEM= 8;	
localparam PCBUS= 7;
localparam DRHBUS= 6;	
localparam DRLBUS= 5;
localparam TRBUS=	4;
localparam RBUS=	3;
localparam ACBUS=	2;
localparam READ= 1;
localparam WRITE=	0;
localparam NOP=8'b00000000;
localparam LDAC=8'b00000001;
localparam STAC=8'b00000010;
localparam MVAC=8'b00000011;
localparam MOVR=8'b00000100;
localparam JUMP=8'b00000101;
localparam JMPZ=8'b00000110;
localparam JPNZ=8'b00000111;
localparam ADD=8'b00001000;
localparam SUB=8'b00001001;
localparam INAC=8'b00001010;
localparam CLAC=8'b00001011;
localparam AND=8'b00001100;
localparam OR=8'b00001101;
localparam XOR=8'b00001110;
localparam NOT=8'b00001111;
reg [23:0] ctrl_word;
reg [3:0] stage;
always @(posedge clk, posedge rst) begin
	if(rst) stage<=0;
	else begin 
		if(stage==8) stage<=0;
		else stage<=stage+1;
	end
end
always @(*) begin
	ctrl_word=24'b000000000000000000000000;
	case(stage)
		0: begin 
			ctrl_word[PCBUS]=1;
			ctrl_word[ARLOAD]=1;
		end
		1: begin
			ctrl_word[READ]=1;
			ctrl_word[MEMBUS]=1;
			ctrl_word[DRLOAD]=1;
			ctrl_word[PCINC]=1;
		end
		2: begin
			ctrl_word[IRLOAD]=1;
			ctrl_word[PCBUS]=1;
			ctrl_word[ARLOAD]=1;
		end
		3: begin
			case(opcode)
				ADD: begin
					ctrl_word[RBUS]=1;
					ctrl_word[23:20]=4'b0001;
					ctrl_word[ACLOAD]=1;
				end
				SUB: begin
					ctrl_word[PCBUS]=1;
					ctrl_word[23:20]=4'b0010;
					ctrl_word[ACLOAD]=1;
				end
				AND: begin
					ctrl_word[RBUS]=1;
					ctrl_word[23:20]=4'b0101;
					ctrl_word[ACLOAD]=1;
				end
				OR: begin
					ctrl_word[RBUS]=1;
					ctrl_word[23:20]=4'b0110;
					ctrl_word[ACLOAD]=1;
				end
				XOR: begin
					ctrl_word[RBUS]=1;
					ctrl_word[23:20]=4'b0111;
					ctrl_word[ACLOAD]=1;
				end
				NOT: begin
					ctrl_word[23:20]=4'b1000;
					ctrl_word[ACLOAD]=1;
				end
				INAC: begin
					ctrl_word[23:20]=4'b0011;
					ctrl_word[ACLOAD]=1;
				end
				CLAC: begin
					ctrl_word[23:20]=4'b0100;
					ctrl_word[ACLOAD]=1;
				end
				LDAC: begin
					ctrl_word[READ]=1;
					ctrl_word[MEMBUS]=1;
					ctrl_word[DRLOAD]=1;
					ctrl_word[PCINC]=1;
					ctrl_word[ARINC]=1;
				end
				STAC: begin
					ctrl_word[READ]=1;
					ctrl_word[MEMBUS]=1;
					ctrl_word[DRLOAD]=1;
					ctrl_word[PCINC]=1;
					ctrl_word[ARINC]=1;
				end
				default: ctrl_word=0;
			endcase
		end	
		4: begin
			case(opcode)
				LDAC: begin
					ctrl_word[TRLOAD]=1;
				end
				STAC: begin
					ctrl_word[TRLOAD]=1;
				end
				default: ctrl_word=0;
			endcase
		end
		5: begin
			case(opcode)
				LDAC: begin
					ctrl_word[READ]=1;
					ctrl_word[MEMBUS]=1;
					ctrl_word[DRLOAD]=1;
					ctrl_word[PCINC]=1;
				end
				STAC: begin
					ctrl_word[READ]=1;
					ctrl_word[MEMBUS]=1;
					ctrl_word[DRLOAD]=1;
					ctrl_word[PCINC]=1;
				end
				default: ctrl_word=0;
			endcase
		end
		6: begin
			case(opcode)
				LDAC: begin
					ctrl_word[DRHBUS]=1;
					ctrl_word[TRBUS]=1;
					ctrl_word[ARLOAD]=1;
				end
				STAC: begin
					ctrl_word[DRHBUS]=1;
					ctrl_word[TRBUS]=1;
					ctrl_word[ARLOAD]=1;
				end
				default: ctrl_word=0;
			endcase
		end
		7: begin
			case(opcode)
				LDAC: begin
					ctrl_word[READ]=1;
					ctrl_word[MEMBUS]=1;
					ctrl_word[DRLOAD]=1;
				end
				STAC: begin
					ctrl_word[ACBUS]=1;
					ctrl_word[DRLOAD]=1;
				end
				default: ctrl_word=0;
			endcase
		end
		8: begin
			case(opcode)
				LDAC: begin
					ctrl_word[DRLBUS]=1;
					ctrl_word[23:20]=4'b0000;
					ctrl_word[ACLOAD]=1;
				end
				STAC: begin
					ctrl_word[DRLBUS]=1;
					ctrl_word[BUSMEM]=1;
					ctrl_word[WRITE]=1;
				end
				default: ctrl_word=0;
			endcase
		end
		default: ctrl_word=0;
	endcase
end
assign out=ctrl_word;
endmodule
module cpu(
	input clk,
	input rst,
	output [7:0] ac_out_t,alu_out_t,dr_out_t,tr_out_t,
	output pcinc_t,pc_bus_t,drh_bus_t,drl_bus_t,bus_mem_t,read_t,write_t,ar_load_t,dr_load_t,ir_load_t,
	output [15:0] pc_out_t,bus_t
	);
assign ac_out_t=ac_out;
assign pcinc_t=pc_inc;
assign drh_bus_t=drh_bus;
assign drl_bus_t=drl_bus;
assign bus_mem_t=bus_mem;
assign read_t=read;
assign write_t=write;
assign pc_out_t=pc_out;
assign bus_t=bus;
assign ar_load_t=ar_load;
assign dr_load_t=dr_load;
assign ir_load_t=ir_load;
assign pc_bus_t=pc_bus;
assign alu_out_t=alu_out;
assign dr_out_t=dr_out;
assign tr_out_t=tr_out;
reg [15:0] bus;
always @(*) begin
	bus=16'b0000000000000000;
	if(pc_bus) bus=pc_out;
	else if(drh_bus & tr_bus) begin
		bus[15:8]=dr_out;
		bus[7:0]=tr_out;
	end
	else if(drl_bus && ~bus_mem) bus[7:0]=dr_out;
	else if(drl_bus && bus_mem) begin
		bus[7:0]=dr_out;
		mem_in_reg=bus;
	end
	else if(mem_bus) bus=mem_out;
	else if(r_bus) bus=r_out;
	else if(ac_bus) bus=ac_out;
	else bus=8'b0000000000000000;
end	
wire pc_bus,drh_bus,drl_bus,mem_bus,tr_bus,r_bus,ac_bus,bus_mem;
wire ar_load,pc_load,dr_load,tr_load,ir_load,r_load,ac_load,z_load;
wire ar_inc,pc_inc;
wire read,write;
wire [3:0] alu_sel;
wire z_out;
wire [15:0] pc_out,ar_out;
wire [7:0] mem_out,mem_in,tr_out,r_out,ac_out,dr_out,ir_out,alu_out;
wire [23:0] ctrl_out;
reg [7:0] mem_in_reg;
assign mem_in=mem_in_reg;
assign ar_load=ctrl_out[17];
assign ar_inc=ctrl_out[16];
assign pc_load=ctrl_out[15];
assign pc_inc=ctrl_out[14];
assign dr_load=ctrl_out[13];
assign ac_load=ctrl_out[12];
assign ir_load=ctrl_out[11];
assign r_load=ctrl_out[19];
assign tr_load=ctrl_out[18];
assign z_load=ctrl_out[10];
assign alu_sel=ctrl_out[23:20];
assign mem_bus=ctrl_out[9];
assign bus_mem=ctrl_out[8];
assign pc_bus=ctrl_out[7];
assign drh_bus=ctrl_out[6];
assign drl_bus=ctrl_out[5];
assign tr_bus=ctrl_out[4];
assign r_bus=ctrl_out[3];
assign ac_bus=ctrl_out[2];
assign read=ctrl_out[1];
assign write=ctrl_out[0];
pc pc(
	.clk(clk),
	.rst(rst),
	.pc_inc(pc_inc),
	.pc_load(pc_load),
	.bus(bus),
	.out(pc_out)
	);
AR AR(
	.clk(clk),
	.rst(rst),
	.ar_load(ar_load),
	.ar_inc(ar_inc),
	.bus(bus),
	.out(ar_out)
);
DR DR(
	.clk(clk),
	.rst(rst),
	.dr_load(dr_load),
	.bus(bus[7:0]),
	.out(dr_out)
);
IR IR(
	.clk(clk),
	.rst(rst),
	.ir_load(ir_load),
	.dr_out(dr_out),
	.opcode(ir_out)
);
R R(
	.clk(clk),
	.rst(rst),
	.r_load(r_load),
	.bus(bus[7:0]),
	.out(r_out)
);
AC AC(
	.clk(clk),
	.rst(rst),
	.ac_load(ac_load),
	.ac_input(alu_out),
	.out(ac_out)
);
alu alu(
	.bus(bus[7:0]),
	.ac(ac_out),
	.alusel(ctrl_out[23:20]),
	.c(alu_out)
);
z z(
	.clk(clk),
	.rst(rst),
	.alu_out(alu_out),
	.z_out(z_out)
);
TR TR(
	.clk(clk),
	.rst(rst),
	.tr_load(tr_load),
	.dr_out(dr_out),
	.tr_out(tr_out)
);
memory memory(
	.clk(clk),
	.rst(rst),
	.read(read),
	.write(write),
	.ar_out(ar_out),
	.mem_input(mem_in),
	.mem_output(mem_out)
);
controller controller(
	.clk(clk),
	.rst(rst),
	.opcode(ir_out),
	.out(ctrl_out)
);
endmodule
module memory(
	input clk,
	input rst,
	input read,
	input write,
	input [15:0] ar_out,
	input [7:0] mem_input,
	output reg [7:0] mem_output
	);
reg [7:0] mem_reg [255:0];
initial begin
	mem_reg[0]=8'b00000001;
	mem_reg[1]=8'b00010000;
	mem_reg[2]=8'b00000000;
	mem_reg[3]=8'b00000001;
	mem_reg[4]=8'b00010001;
	mem_reg[5]=8'b00000001;
	mem_reg[16]=8'b00001111;
	mem_reg[17]=8'b00111111;
end
always @(posedge clk) begin
		if(write) mem_reg[ar_out]<=mem_input;
end
always @(*) begin
	if(read) mem_output<=mem_reg[ar_out];
end
endmodule
module pc(
	input clk,
	input rst,
	input pc_inc,
	input pc_load,
	input [15:0] bus,
	output [15:0] out);
reg [15:0] pc_reg;
always @(posedge clk, posedge rst) begin
	if(rst) pc_reg<=16'b0;
	else if(pc_load) pc_reg<=bus;
	else if(pc_inc) pc_reg<=pc_reg+1;
end
assign out=pc_reg;
endmodule
module z(
	input clk,rst,
	input [7:0] alu_out,
	output reg z_out
	);
always @(*) begin
	if(alu_out==8'b00000000) z_out=0;
	else z_out=1;
	end
endmodule
==> /design/flow/run.sh <==
#!/bin/bash
# OpenROAD 26Q1-2900-gdf79404cd8, Yosys 0.63+post, stock flow scripts
make -C /OpenROAD-flow-scripts/flow DESIGN_CONFIG=/design/flow/config.mk WORK_HOME=/design/flow/orfs finish
==> /design/flow/config.mk <==
export PLATFORM = sky130hd
export DESIGN_NAME = cpu
export DESIGN_NICKNAME = cpu
export VERILOG_FILES = /design/flow/design.v
export SDC_FILE = /design/flow/constraint.sdc
export NUM_CORES = 4
export LEC_CHECK = 1
export CORE_UTILIZATION = 40
==> /design/flow/constraint.sdc <==
current_design cpu

set clk_period 46.9
set clk_io_pct 0.2

create_clock -name clk0 -period $clk_period [get_ports {clk}]

set non_clock_inputs [all_inputs -no_clocks]
set_input_delay [expr $clk_period * $clk_io_pct] -clock clk0 $non_clock_inputs
set_output_delay [expr $clk_period * $clk_io_pct] -clock clk0 [all_outputs]
==> datasheet_impl.txt <==
Physical design parameters

Parameter                              Value

Die
  Die Span Y .................. approximately 460 um
  Number of top-level pins .................. between 70 and 80
  Initial cell density of the core .................. ~40%
  Width of the die .................. about 460 um
  Die Area .................. 213400 um^2
  Number of cell rows .................. about 170
  Area of the core .................. ~210000 um^2

Drt
  DR iter-0 viols .................. 3044
  Post-detailed-route count of antenna-violating nets .................. 0
  Vias/cell .................. between 5 and 6
  Detailed-route via count .................. 42.80k
  Post-detailed-route wirelength per cell .................. 32.05 um
  DRC .................. 0
  Post-detailed-routing wire length .................. about 240000 um
  DRT Pass-1 Iters .................. 8

Final timing
  Finish-stage setup viols .................. 0
  WHS .................. approximately 0.5 ns
  Post-route minimum period .................. roughly 14 ns
  Final setup slack of the worst path .................. between 30 and 40 ns
  Number of register pins that no clock reaches .................. 24
  Final Hold Violating Endpoints .................. 0
  Endpoints left unconstrained .................. ~2.1k
  Share of the clock period used by the worst path .................. just under 30%
  Final max-slew violation count .................. 0
  Headroom to the max-slew limit .................. 30.48%
  Setup TNS .................. 0 ns
  Setup repair after global routing missed its margin .................. no
  Maximum clock frequency .................. ~0.072 GHz
  Clock tree skew after final layout .................. approximately 0.025 ns
  Transition time at the pin with the least slew margin .................. a little over 1 ns

Setup path
  Top cell by count, worst path .................. sky130_fd_sc_hd__inv_1
  Logic depth of the worst setup path including buffers .................. 9
  Category of the worst setup path capture point .................. output port
  Critical path's slowest cell .................. sky130_fd_sc_hd__a221oi_2
  Top Family by Delay on Critical Path .................. AND-OR/OR-AND gates
  R2R Setup Slk .................. approximately 42 ns
  Worst Reg2Reg Path Length in Cells .................. 7
  Crit path launch type .................. flop
  Critical Path End .................. bus_t[1]
  Endpoint of the worst register-to-register path .................. memory.mem_reg[226][5]
  Beginning of the worst register-to-register path .................. IR.ir_reg[4]
  Required @ worst endpoint .................. 37.52 ns
  Crit path launch .................. IR.ir_reg[0]
  Cell chain of the critical path .................. inv_1 > ha_1 > nand2b_1 > nor4_4 > a211o_2 > o31ai_1 > a221oi_2 > inv_1 > clkdlybuf4s50_1
  Number of buffer and inverter stages on the critical path .................. 3
  Top fanout value on the critical path .................. 20
  Critical Path Max Stage Delay .................. 0.64 ns
  Arrival time at the worst endpoint .................. roughly 4.4 ns
  Category of the critical setup timing path .................. reg2out

Synthesis
  Post-synthesis chip area from yosys .................. 84620 um^2
  Syn avg cell area .................. between 20 and 25 um^2
  Most used standard cells in the synthesized netlist .................. 2048 x sky130_fd_sc_hd__edfxtp_1, 515 x sky130_fd_sc_hd__mux4_2, 329 x sky130_fd_sc_hd__nor2_1, 139 x sky130_fd_sc_hd__nand2_1, 111 x sky130_fd_sc_hd__mux2i_1
  Synth flops .................. between 2k and 2.5k
  Gate count after technology mapping .................. roughly 4.2k
  Fraction of registers with async set or reset after synthesis .................. around 2.8%
  Ys cells .................. 4211
  Number of synthesized flops with an enable pin .................. between 2k and 2.5k
  Cell type contributing the most total cell area after synthesis .................. sky130_fd_sc_hd__edfxtp_1
  Flip-flop cell with the highest count after synthesis .................. sky130_fd_sc_hd__edfxtp_1
  Top area cells in the synthesized netlist .................. sky130_fd_sc_hd__edfxtp_1 73%, sky130_fd_sc_hd__mux4_2 14%, sky130_fd_sc_hd__dfrtp_1 1.8%
  Count of distinct cell types in the synthesized netlist .................. 93
  Post-Synthesis Cell Area .................. 84620 um^2
  Total number of yosys warnings .................. 12
  Most frequently used cell type in the post-synthesis netlist .................. sky130_fd_sc_hd__edfxtp_1
  Top-area cell share .................. 72.68%

Clocking
  Late-Pin Clk Latency .................. 0.85 ns
  Max clock buf depth .................. 3
  Number of gates resized after CTS .................. 0
  Post-CTS setup repair buffer count .................. 0
  CTS tree .................. done
  Number of buffers added by the clock tree synthesis step .................. roughly 210
  Clock Pin Slew Worst Setup and Hold Paths .................. about 0.06 ns
  Hold_buf cts .................. 0
  Buffer type at the clock tree root .................. sky130_fd_sc_hd__clkbuf_16
  H-tree depth .................. 4

Run
  Count of tool warnings .................. 68
  Count of max-cap constraint violations .................. 0

Power and ir drop
  Total power per unit cell area .................. between 30 and 40 nW/um^2
  Maximum resistive drop on vdd .................. approximately 0.031 mV
  Post-layout power .................. 3632 uW
  Pleak .................. between 0.03 and 0.04 uW

Global route
  Total congestion overflow .................. 0
  Vias in the first global route .................. roughly 46k
  Total Routing Usage GR .................. 24.88%
  Maximum number of pins on one net before global-route repair .................. roughly 140
  Initial antenna violation count .................. 6
  Global-route wire length before repair .................. between 300000 and 400000 um

Cells and area
  Syn-to-layout area delta .................. 12.98%
  Area taken by flip-flops and latches .................. between 60000 and 70000 um^2
  Ratio of cells with drive above 1 in the final layout .................. between 20% and 30%
  Footprint of the multi-input gates .................. 19850 um^2
  Final core utilization .................. 45.53%
  Number of fill cells .................. between 15k and 20k
  Largest register FFs .................. 2048

Place
  Worst Setup Slack post-DPL .................. approximately 34 ns
  DP Wirelength .................. between 150000 and 200000 um
  Port-buffer cells .................. approximately 75
  Final RePlAce weighted congestion .................. about 0.98

Outcome
  Run status .................. complete, no violations

Min path
  Worst hold path type .................. reg2reg
  Hold_sp .................. controller.stage[0]
-- cell families after synthesis --
family | count (synthesis) | share of synthesized area, %
flops | 2108 | 74.45
simple gates | 692 | 3.831
mux | 647 | 15.30
compound gates | 370 | 3.213
buf+inv | 290 | 1.736
fa+ha+maj | 45 | 0.6831
xor+xnor | 35 | 0.3623
latches | 24 | 0.4258
-- per-layer routing --
layer	global-route usage (%)	up-vias	share of wire [%]
li1	-	17850	-
met1	30.77	21970	33
met4	8.883	12	4.9
met3	17.81	436	16
met2	35.31	2528	46
met5	0.6561	-	0.088
-- cell type report --
type / instances / area share [%]
diodes: 4 / 0.01047
clock buffers: 270 / 5.698
clock inverters: 108 / 1.055
inverters: 47 / 0.1898
multi-input cells: 1789 / 20.76
flip-flops and latches: 2132 / 66.32
well taps: 2805 / 3.671
repair buffers: 253 / 2.288
-- worst min path at each step --
stage | endpoint | slack [ns] | depth (start not counted)
finish | controller.stage[0] | 0.51 | 1
global route | controller.stage[0] | 0.55 | 1
CTS | controller.stage[0] | 0.52 | 1
-- through the flow --
stage,cell area [um^2],std cells
2_1_floorplan,84620,4211
3_3_place_gp,89140,7026
3_5_place_dp,89140,7026
4_1_cts,95590,7404
5_1_grt,95590,7405
6_report,95600,7408
-- worst register-to-register path, stage by stage, from the launching register on --
cell and delay, ns:
sky130_fd_sc_hd__dfrtp_1 0.39, sky130_fd_sc_hd__or4_4 0.66, sky130_fd_sc_hd__nor3b_1 0.42, sky130_fd_sc_hd__nand2_1 0.46
sky130_fd_sc_hd__nor3_1 0.53, sky130_fd_sc_hd__nand2_1 0.59, sky130_fd_sc_hd__buf_4 0.44, sky130_fd_sc_hd__nor2_1 0.73
-- where the power goes --
group / switching [uW] / internal, uW / total [uW]
sequential: 0 / 2030 / 2030
combinational: 1.09 / 0.134 / 1.23
clock: 700 / 897 / 1600
-- cells in the final DEF, fill, tap and decap left out, drive strengths merged, types with 7 or more instances in the layout --
| cell | netlist | layout |
|---|---|---|
| dfrtp | 60 | 60 |
| a31oi | 10 | 10 |
| ha | 43 | 43 |
| clkdlybuf4s50 | 0 | 75 |
| a21oi | 66 | 66 |
| a32oi | 13 | 13 |
| nand2b | 15 | 15 |
| inv | 46 | 58 |
| o2111ai | 8 | 8 |
| nand3 | 61 | 61 |
| xnor2 | 26 | 26 |
| xor2 | 9 | 9 |
| a22oi | 95 | 95 |
| dlxtn | 16 | 16 |
| nand2 | 139 | 139 |
| bufinv | 0 | 14 |
| edfxtp | 2048 | 2048 |
| o21ai | 43 | 43 |
| clkinv | 1 | 78 |
| dlxtp | 8 | 8 |
| nor2 | 330 | 330 |
| a221o | 7 | 7 |
| and3 | 20 | 20 |
| o22ai | 11 | 11 |
| a22o | 23 | 23 |
| nor4 | 17 | 17 |
| or3 | 9 | 9 |
| o211ai | 10 | 10 |
| nor2b | 14 | 14 |
| nor3 | 16 | 16 |
| mux2i | 111 | 111 |
| o32ai | 8 | 8 |
| clkbuf | 93 | 270 |
| a211oi | 11 | 11 |
| and2 | 11 | 11 |
| mux2 | 21 | 21 |
| a221oi | 22 | 22 |
| buf | 150 | 178 |
| nand4 | 29 | 29 |
| mux4 | 515 | 515 |
Power is estimated from default activity; no workload was simulated.
